**/design/flow/design.v**
```verilog
`timescale 1ns/1ps
module uart_rx #(
    parameter integer CLK_FREQ  = 50000000,  
    parameter integer BAUD_RATE = 115200
)(
    input        clk,                
    input        rx,                 
    output reg [7:0] rx_data,        
    output reg       rx_valid,       
    output reg       framing_error   
);
    reg [3:0] por_cnt = 4'd0;
    wire      por_done = por_cnt[3];
    wire      rst_i    = ~por_done;
    always @(posedge clk) begin
        if (!por_done) por_cnt <= por_cnt + 4'd1;
    end
    localparam integer CLKS_PER_BIT  = CLK_FREQ / BAUD_RATE;    
    localparam integer HALF_BIT_CLKS = CLKS_PER_BIT/2;
    reg rx_meta, rx_sync;
    always @(posedge clk) begin
        rx_meta <= rx;
        rx_sync <= rx_meta;
    end
    localparam [1:0]
        S_IDLE  = 2'b00,
        S_START = 2'b01,
        S_DATA  = 2'b10,
        S_STOP  = 2'b11;
    reg [1:0] state;
    reg [15:0] clk_count;    
    reg [2:0]  bit_idx;      
    reg [7:0]  shreg;
    always @(posedge clk) begin
        if (rst_i) begin
            state          <= S_IDLE;
            clk_count      <= 16'd0;
            bit_idx        <= 3'd0;
            shreg          <= 8'd0;
            rx_data        <= 8'd0;
            rx_valid       <= 1'b0;
            framing_error  <= 1'b0;
        end else begin
            rx_valid <= 1'b0;  
            case (state)
                S_IDLE: begin
                    framing_error <= 1'b0;
                    clk_count     <= 16'd0;
                    bit_idx       <= 3'd0;
                    if (rx_sync == 1'b0) begin  
                        state     <= S_START;
                        clk_count <= 16'd0;
                    end
                end
                S_START: begin
                    if (clk_count < HALF_BIT_CLKS) begin
                        clk_count <= clk_count + 16'd1;
                    end else begin
                        if (rx_sync == 1'b0) begin
                            clk_count <= 16'd0;
                            bit_idx   <= 3'd0;
                            state     <= S_DATA;
                        end else begin
                            state <= S_IDLE;
                        end
                    end
                end
                S_DATA: begin
                    if (clk_count < CLKS_PER_BIT-1) begin
                        clk_count <= clk_count + 16'd1;
                    end else begin
                        clk_count <= 16'd0;
                        shreg[bit_idx] <= rx_sync;  
                        if (bit_idx < 3'd7) begin
                            bit_idx <= bit_idx + 3'd1;
                        end else begin
                            state   <= S_STOP;
                        end
                    end
                end
                S_STOP: begin
                    if (clk_count < CLKS_PER_BIT-1) begin
                        clk_count <= clk_count + 16'd1;
                    end else begin
                        clk_count <= 16'd0;
                        rx_data   <= shreg;
                        rx_valid  <= 1'b1;
                        framing_error <= (rx_sync != 1'b1);
                        state     <= S_IDLE;
                    end
                end
                default: state <= S_IDLE;
            endcase
        end
    end
endmodule
```
**/design/flow/config.mk**
```make
export PLATFORM = sky130hd
export DESIGN_NAME = uart_rx
export DESIGN_NICKNAME = uart_rx
export VERILOG_FILES = /design/flow/design.v
export SDC_FILE = /design/flow/constraint.sdc
export NUM_CORES = 4
export LEC_CHECK = 1
export CORE_UTILIZATION = 50
```
**/design/flow/run.sh**
```bash
#!/bin/bash
# OpenROAD 26Q1-2900-gdf79404cd8, Yosys 0.63+post, stock flow scripts
make -C /OpenROAD-flow-scripts/flow DESIGN_CONFIG=/design/flow/config.mk WORK_HOME=/design/flow/orfs finish
```
**/design/flow/constraint.sdc**
```tcl
current_design uart_rx

set clk_period 2.8
set clk_io_pct 0.2

create_clock -name clk0 -period $clk_period [get_ports {clk}]

set non_clock_inputs [all_inputs -no_clocks]
set_input_delay [expr $clk_period * $clk_io_pct] -clock clk0 $non_clock_inputs
set_output_delay [expr $clk_period * $clk_io_pct] -clock clk0 [all_outputs]
```
==> reports/README.md <==
| Metric | This run |
|---|---|
| Final GP Congestion | 0.8960 |
| Violation count after the first detailed-routing iteration | 105 |
| Sum Neg Setup Slack | 0 ns |
| Library cell used as clock root buffer | clkbuf_8 |
| Status | finished, final reports clean |
| Path depth of the worst reg2reg path | 6 |
| Biggest area cells | dfxtp_1, nor2_1, nand3_1 |
| Count of flip-flops with a built-in enable after synthesis | 3 |
| Vias in the first global route | 1592 |
| Final antenna diode count | 0 |
| CTS tree | done |
| Post-route fraction of the period consumed by the critical path | 88.53% |
| Post-synth top area cell | dfxtp_1 |
| HP Class | flop to flop |
| Setup crit end kind | flop |
| Standby leakage power | 0.8526 nW |
| Detailed placement HPWL | 2.788 mm |
| Synth top area share | 41.31% |
| Count of distinct cell types in the synthesized netlist | 42 |
| Synth Instances | 243 |
| MI comb area | 0.001052 mm2 |
| Area of the die | 0.004529 mm2 |
| Switching power as a share of total power | 18.06% |
| Grt met3 use | 3.938% |
| Adder and majority gate portion of the synthesized area | 4.108% |
| Antenna Violating Nets Remaining | 0 |
| Number of placed instances with taps included | 297 |
| Peak Freq | 403.4 MHz |
| Maximum level of the CTS H-tree | 2 |
| Global-route wire length before repair | 7.293 mm |
| DRC | 0 |
| Worst-path fanout max | 7 |
| Antenna violations before repair | 0 |
| Number of standard-cell rows in the floorplan | 23 |
| Share of flip-flops with an asynchronous set or reset after synthesis | 0% |
| Most instantiated cells after synthesis | dfxtp_1, nor2_1, nand2_1, nand3_1, a21oi_1 |
| Internal Dissipation | 1.034 mW |
| Final routed wire length divided by cell count | 13.36 um |
| Cell Pwr Density | 525.1 mW/mm2 |
| Max VDD drop | 443.3 uV |
| Proportion of power drawn by combinational gates | 0.3% |
| XORs/XNORs by Area | 4.930% |
| RSZ-0062 raised after global routing | no |
| Path type of the worst setup path | flop to flop |
| Final routed wirelength across all metal layers | 4.076 mm |
| Die span in x | 67.30 um |
| Clk pwr share | 45.9% |
| Total via count in the routed design | 1704 |
| Main logic family after synthesis | simple AND/OR/NAND/NOR gates |
| Mux share | 1.408% |
| Worst Path Arrival | 2.68 ns |
| Number of failing setup endpoints in the final timing report | 0 |
| Global-route total usage across every layer | 21.46% |
| Clock tree buffer depth | 2 |
| Total number of yosys warnings | 1 |
| Clock transition at path regs | 0.09 ns |
| Largest stage delay, worst path | 0.65 ns |
| Synthesis-to-finish area growth | 12.73% |
| Compound-Gate Fraction of Synth Area | 14.08% |
| Yosys chip area | 0.002132 mm2 |
| Switching Power | 0.2279 mW |
| Fraction of the mapped netlist area in simple logic gates | 24.82% |
| FP Util | 52.54% |
| Area occupied by registers | 970.9 um2 |
| Fill cell count | 342 |
| Max-slew violation count | 0 |
| Max-Slew Margin vs Limit | 53.15% |
| Number of CTS-inserted buffers | 5 |
| Sequential fraction of the synthesis area | 45.54% |
| Number of resized instances in the post-cts repair step | 0 |
| Busiest layer in global routing | met1 |
| Tally of non-filler cells in the final layout | 305 |
| Slew at the pin with the worst max-slew slack | 0.7020 ns |
| Met2 track demand over resource in global routing | 32.38% |
| PortBufs | 11 |
| Slowest library cell on the worst path | nor4_1 |
| Fraction of layout cells with a size suffix above 1 | 7.843% |
| Congestion Overflow GR | 0 |
| Number of buffers inserted by hold repair at cts | 0 |
| Number of detailed-route iterations in the first pass | 4 |
| Area of the core region | 0.004058 mm2 |
| Syn_area_per_cell | 8.774 um2 |
| Total number of warnings across the stage logs | 29 |
| Num ports | 12 |
| Shortest period the worst path allows | 2.479 ns |
| Register bit count reported by yosys | 47 |
| Seq pwr share | 53.8% |
| Dominant register cell in the synthesized netlist | dfxtp_1 |
| Post-CTS setup buffers | 0 |
| Crit-path cells | or4_4 > nor4_2 > a21oi_2 > nor4_1 > xnor2_1 > nor2_2 |
| Type of element launching the critical path | flop |
| Ratio of routed vias to standard cells | 5.587 |
| Met1 capacity usage during global routing | 33.29% |
| Max_cap viols | 0 |
| Worst Hold Path Cells | 0 |
| Mapped cell area | 0.002132 mm2 |
| Largest net degree at the start of global routing | 23 |
| Crit path DRT | 3.00 ns |
| Worst Skew | 0.008817 ns |
| Count of endpoints failing hold in the final timing report | 0 |
| Clock sink total | 47 |
| Total cells reported by yosys after synthesis | 243 |
| Clock insertion delay at the later pin of the skew report | 0.30 ns |
| Die Y | 67.30 um |
| Most frequent cell after synthesis | dfxtp_1 |
| Final worst hold slack | 0.3346 ns |
==> critical path, delay by kind of cell (launching register included) <==
| family | cells | cell delay [ns] |
|---|---|---|
| xor+xnor | 1 | 0.21 |
| flops | 1 | 0.35 |
| simple gates | 4 | 1.61 |
| compound gates | 1 | 0.21 |
==> final cells by class <==
class | instances | area share [%]
Multi-Input combinational cell | 173 | 43.78
Clock inverter | 3 | 2.811
Timing Repair Buffer | 14 | 5.518
Sequential cell | 47 | 40.40
Clock buffer | 5 | 2.863
Inverter | 13 | 2.030
Tap cell | 50 | 2.603
==> power groups by stage <==
stage	Sequential (mW)	Clock (mW)	Combinational, mW
5_1_grt	0.679	0.623	0.00466
4_1_cts	0.679	0.595	0.00411
6_report	0.679	0.579	0.00409
==> registers in the layout, indices dropped and copies added (netlist names) <==
name	count
rx_sync	1
state	4
rx_data	8
rx_meta	1
framing_error	1
shreg	8
rx_valid	1
clk_count	16
por_cnt	4
bit_idx	3
==> placed cells by master, fill, tap and decap left out, types with 5 or more instances in the layout <==
master / Yosys / final
a21oi_1: 17 / 17
a31oi_1: 5 / 5
clkbuf_8: 0 / 5
clkdlybuf4s50_1: 0 / 11
dfxtp_1: 44 / 44
ha_1: 7 / 7
inv_1: 13 / 13
nand2_1: 22 / 22
nand3_1: 20 / 20
nand4_1: 8 / 8
nor2_1: 27 / 27
nor3_1: 7 / 7
o211ai_1: 6 / 6
o21ai_0: 7 / 7
xnor2_1: 8 / 8
==> path summary, 6_finish.rpt <==
| kind | start | endpoint | slack [ns] |
|---|---|---|---|
| hold / removal | rx_meta | rx_sync | 0.33 |
| setup / recovery | clk_count[12] | clk_count[11] | 0.32 |
| setup reg to reg | clk_count[12] | clk_count[11] | 0.32 |
| hold reg to reg | rx_meta | rx_sync | 0.33 |
==> layer usage <==
| layer | routed length, um | share of wire (%) |
|---|---|---|
| met4 | 24 | 0.59 |
| met3 | 128 | 3.1 |
| met2 | 1840 | 45 |
| met5 | 0 | 0 |
| met1 | 2083 | 51 |
==> cell families (layout without fill, tap and decap cells) <==
group,after synthesis,count (layout)
AOI/OAI and AO/OA,47,47
xor gates and xnor gates,12,12
adders and majority gates,7,7
buffers and inverters,23,35
DFF,47,47
muxes,3,3
and+or+nand+nor,104,104
==> stage by stage <==
stage               util, %  power, mW  instance area (um2)  setup slack, ns
floorplan                 -     0.6964                 2132           0.6147
global placement      55.87     0.6985                 2267           0.4319
detailed placement    55.87     0.6986                 2267           0.3784
CTS                   59.24      1.278                 2404           0.3515
global route          59.24      1.307                 2404           0.1370
finish                59.24      1.262                 2404           0.3212
No activity file was given, so power comes from the tool's default toggle rates.
