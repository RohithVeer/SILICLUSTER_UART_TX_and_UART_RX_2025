File: flow/design.v
`timescale 1ns/1ps
module uart_tx #(
    parameter integer CLK_FREQ  = 50000000,  
    parameter integer BAUD_RATE = 115200
)(
    input        clk,          
    input        tx_start,     
    input  [7:0] tx_data,      
    output reg   tx,           
    output reg   tx_busy       
);
    reg [3:0] por_cnt = 4'd0;
    wire      por_done = por_cnt[3];       
    wire      rst_i    = ~por_done;        
    always @(posedge clk) begin
        if (!por_done)
            por_cnt <= por_cnt + 4'd1;
    end
    localparam integer CLKS_PER_BIT = CLK_FREQ / BAUD_RATE;
    reg [15:0] clk_count;
    reg [2:0]  bit_index;      
    reg [7:0]  tx_shift_reg;
    localparam [1:0]
        S_IDLE  = 2'b00,
        S_START = 2'b01,
        S_DATA  = 2'b10,
        S_STOP  = 2'b11;
    reg [1:0] state;
    always @(posedge clk) begin
        if (rst_i) begin
            state       <= S_IDLE;
            tx          <= 1'b1;    
            tx_busy     <= 1'b0;
            clk_count   <= 16'd0;
            bit_index   <= 3'd0;
            tx_shift_reg<= 8'd0;
        end else begin
            case (state)
                S_IDLE: begin
                    tx      <= 1'b1;
                    tx_busy <= 1'b0;
                    clk_count <= 16'd0;
                    if (tx_start) begin
                        tx_shift_reg <= tx_data;
                        state        <= S_START;
                        tx_busy      <= 1'b1;
                    end
                end
                S_START: begin
                    tx <= 1'b0;  
                    if (clk_count < CLKS_PER_BIT-1)
                        clk_count <= clk_count + 16'd1;
                    else begin
                        clk_count <= 16'd0;
                        bit_index <= 3'd0;
                        state     <= S_DATA;
                    end
                end
                S_DATA: begin
                    tx <= tx_shift_reg[bit_index];  
                    if (clk_count < CLKS_PER_BIT-1)
                        clk_count <= clk_count + 16'd1;
                    else begin
                        clk_count <= 16'd0;
                        if (bit_index < 3'd7)
                            bit_index <= bit_index + 3'd1;
                        else
                            state <= S_STOP;
                    end
                end
                S_STOP: begin
                    tx <= 1'b1;  
                    if (clk_count < CLKS_PER_BIT-1)
                        clk_count <= clk_count + 16'd1;
                    else begin
                        state    <= S_IDLE;
                        tx_busy  <= 1'b0;
                    end
                end
                default: begin
                    state <= S_IDLE;
                end
            endcase
        end
    end
endmodule
File: flow/constraint.sdc
current_design uart_tx

set clk_period 4.0
set clk_io_pct 0.2

create_clock -name clk0 -period $clk_period [get_ports {clk}]

set non_clock_inputs [all_inputs -no_clocks]
set_input_delay [expr $clk_period * $clk_io_pct] -clock clk0 $non_clock_inputs
set_output_delay [expr $clk_period * $clk_io_pct] -clock clk0 [all_outputs]
File: flow/config.mk
export PLATFORM = sky130hd
export DESIGN_NAME = uart_tx
export DESIGN_NICKNAME = uart_tx
export VERILOG_FILES = /design/flow/design.v
export SDC_FILE = /design/flow/constraint.sdc
export NUM_CORES = 4
export LEC_CHECK = 1
export CORE_UTILIZATION = 30
File: flow/run.sh
#!/bin/bash
# OpenROAD 26Q1-2900-gdf79404cd8, Yosys 0.63+post, stock flow scripts
make -C /OpenROAD-flow-scripts/flow DESIGN_CONFIG=/design/flow/config.mk WORK_HOME=/design/flow/orfs finish
==> out/metrics.yaml <==
logic_synthesis:
  post_synth_seq_share_pct: 46.3
  yosys_area_um2: 1660
  ys_async_sr_fraction_pct: 0
  post_synth_instance_area_um2: 1660
  post_synthesis_instance_total: 187
  synth-seq-cells: 37
  synth_top_flop_cell: "dfxtp_1"
  synth.avg_cell_area_um2: 8.90
  edff_count_synth: 3
  synthDistinctLibCells: 43
  ys.warnings.count: 1
  cell_count_in_the_yosys_report: 187
final_timing:
  timing.slew.headroom_pct: 44.4
  setup_violations: 0
  clock.fmax_mhz: 487
  final-max-slew-violation-count: 0
  min_period_ns: 2.05
  final-hold-violation-count: 0
  hold-worst-slack_ns: 0.450
  rsz0062_at_grt: "false"
  transition_at_the_pin_with_the_smallest_max_transition_slack_ns: 0.827
  worst_clock_skew_ns: 0.00556
  part_of_the_cycle_the_worst_path_needs_pct: 51.3
  tns_ns: 0
worst_setup_path:
  cp.arrival_ns: 2.27
  cp_slowest_cell: "o31ai_1"
  crit_required_ns: 4.22
  start_kind: "flop"
  crit_path_cell_trace: "inv_1 -> ha_1 -> nor3b_1 -> nor2_1 -> o31ai_1 -> nand2_1 -> o21bai_1"
  critical_path.endpoint_type: "flop"
  crit_type: "reg2reg"
  timing.critical_path.fanout_max: 7
  slowest_delay_ns: 0.74
floorplan:
  row_count: 26
  initCoreUtil_pct: 31.8
  coreArea_um2: 5240
  die_width_um: 76.5
  chipHeight_um: 76.5
  ioPinCount: 12
  die_area_um2: 5850
place:
  gpl.final_weighted_congestion: 0.817
  buffer_ports.inserted: 11
  area_after_detailed_placement_um2: 1830
  dpl.hpwl_mm: 2.24
  placedCellCount: 262
global_routing:
  maximum_number_of_pins_on_one_net_before_global_route_repair: 22
  gr-total-overflow: 0
  global_route.usage.total_pct: 11.9
  wire_length_of_the_first_global_routing_pass_mm: 5.53
  first_global_vias: 1186
  antenna_found_initial: 0
cts:
  cts_repair_resize_count: 0
  cts_setup_buffers: 0
  insertion_delay_ns: 0.28
  ctsRootBufferMaster: "clkbuf_8"
  tritoncts: "yes"
  clock_buffer_count_from_cts: 5
  cts_hold_repair.buffers: 0
  total_number_of_h_tree_levels: 2
  cts_num_sinks: 37
  clkTransAtPathRegs_ns: 0.07
  max-clock-path-buffers: 2
outcome:
  outcome: "finished clean"
routing:
  antenna-diode-count: 0
  final_antenna_net_count: 0
  detail_route.iter0.violations: 53
  detailed_route_via_count: 1333
  route.detailed.wl_per_inst_um: 11.9
  detailedRoute.firstPassIterationCount: 4
  route.detailed.drc: 0
  totalWireLength_mm: 3.22
  vias_per_cell: 4.94
final_layout:
  final_layout_size_suffix_gt1_share_pct: 7.50
  largest_reg_flops: 16
  final_standard_cell_count_with_taps_included_and_fillers_excluded: 270
  layout.cell_area.non_filler_um2: 1920
  fillers: 528
  final_core_utilization_pct: 36.7
  area.growth.synth_to_final_pct: 15.4
hold_path:
  holdCritPathClass: "reg2reg"
power:
  vdd_ir_max_mv: 0.187
  power.static_leakage_nw: 0.728
  ratio_of_total_power_to_cell_area_nw_per_um2: 350
flow_run:
  max_cap_viol_count: 0
  log_warnings: 26
-- cells in the mapped netlist, types with 2 or more instances --
master / n / share of area (%)
and3_1: 4 / 1.5
xor2_1: 3 / 1.6
and2_1: 3 / 1.1
o21ai_0: 8 / 2.4
edfxtp_1: 3 / 5.4
nor2_1: 13 / 2.9
inv_1: 6 / 1.4
nor4_1: 2 / 0.75
a31oi_1: 2 / 0.75
nand4_1: 3 / 1.1
ha_1: 4 / 3.0
o211ai_1: 2 / 0.90
clkbuf_1: 4 / 0.90
a211o_1: 2 / 1.1
mux4_2: 2 / 2.7
o21a_1: 4 / 1.8
nand3_1: 11 / 3.3
a21oi_1: 18 / 5.4
nor3_1: 6 / 1.8
nand2_1: 31 / 7.0
dfxtp_1: 34 / 41
-- routing by layer --
metal | global-route usage (%) | routed length (um) | vias to the layer above
met5 | 0 | 0 | -
met4 | 1.54 | 0 | 0
met3 | 2.43 | 149 | 0
met2 | 18.5 | 1430 | 31
met1 | 17.8 | 1640 | 599
li1 | - | - | 703
-- critical path, delay by kind of cell (launching register included) --
family	cells	cell delay, ns
AOI/OAI and AO/OA	2	0.88
adders and majority gates	1	0.14
buffers and inverters	1	0.09
DFF	1	0.35
and+or+nand+nor	3	0.53
-- logic make-up (layout without fill, tap and decap cells) --
family | count (synthesis) | after routing | share of synthesized area [%]
buf+inv | 13 | 26 | 3.46
fa+ha+maj | 4 | 4 | 3.01
simple gates | 81 | 81 | 24.3
xor+xnor | 3 | 3 | 1.58
flops | 37 | 37 | 46.3
compound gates | 46 | 46 | 18.0
mux | 3 | 3 | 3.38
-- path summary, 6_finish.rpt --
path                                      start               to  slack, ns  cells after the start
worst max-delay path               clk_count[0]     clk_count[7]       1.95                      7
worst min register to register  tx_shift_reg[6]  tx_shift_reg[6]       0.45                      2
worst min-delay path            tx_shift_reg[6]  tx_shift_reg[6]       0.45                      2
worst max register to register     clk_count[0]     clk_count[7]       1.95                      7
-- power by group --
part / internal, mW / switching [mW] / leakage, nW / total, mW
Clock: 0.140 / 0.123 / 0.0455 / 0.263
Combinational: 0.0163 / 0.00850 / 0.370 / 0.0248
Sequential: 0.381 / 0.00345 / 0.313 / 0.384
Total: 0.537 / 0.135 / 0.728 / 0.672
-- cells in the final DEF, fill, tap and decap left out, types with 2 or more instances in the layout --
master,n
and3_1,4
mux4_2,2
nor3_1,6
nand3_1,11
and2_1,3
inv_1,6
a31oi_1,2
nand4_1,3
clkbuf_1,2
o211ai_1,2
o21ai_0,8
o21a_1,4
edfxtp_1,3
nand2_1,31
nor2_1,13
a211o_1,2
nor4_1,2
a21oi_1,18
clkdlybuf4s50_1,11
ha_1,4
xor2_1,3
clkbuf_8,6
dfxtp_1,34
-- final cells by class --
type	count	area (um2)	share of cell area, %
Clock buffer	8	90.1	4.69
Inverter	7	26.3	1.37
Multi-Input combinational cell	137	836	43.5
Sequential cell	37	771	40.1
Tap cell	70	87.6	4.56
Timing Repair Buffer	11	110	5.73
-- metrics by stage --
| stage | total power, mW | setup slack (ns) |
|---|---|---|
| 3_5_place_dp | 0.418 | 1.96 |
| 5_1_grt | 0.700 | 1.73 |
| 6_report | 0.672 | 1.95 |
| 2_1_floorplan | 0.405 | 2.31 |
| 4_1_cts | 0.678 | 1.96 |
| 3_3_place_gp | 0.417 | 2.02 |
Power is estimated from default activity; no workload was simulated.
